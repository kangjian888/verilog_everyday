[run.sh]
#!/bin/bash
# OpenROAD 26Q1-2900-gdf79404cd8, Yosys 0.63+post, stock flow scripts
make -C /OpenROAD-flow-scripts/flow DESIGN_CONFIG=/design/flow/config.mk WORK_HOME=/design/flow/orfs finish
[config.mk]
export PLATFORM = sky130hd
export DESIGN_NAME = serial_parallel_trans
export DESIGN_NICKNAME = serial_parallel_trans
export VERILOG_FILES = /design/flow/design.v
export SDC_FILE = /design/flow/constraint.sdc
export NUM_CORES = 4
export LEC_CHECK = 1
export CORE_AREA = 10 10 70 70
export DIE_AREA = 0 0 80 80
[constraint.sdc]
current_design serial_parallel_trans

set clk_period 1.4
set clk_io_pct 0.2

create_clock -name clk0 -period $clk_period [get_ports {clk}]

set non_clock_inputs [all_inputs -no_clocks]
set_input_delay [expr $clk_period * $clk_io_pct] -clock clk0 $non_clock_inputs
set_output_delay [expr $clk_period * $clk_io_pct] -clock clk0 [all_outputs]
[design.v]
`timescale 1 ns / 1 ps
module serial_parallel_trans 
#(
		parameter N = 3
) 
(
		input clk,
		input rst,
		input [N-1:0] data_in,
		input [1:0] mode,
		input data_enable, 
		output reg [N-1:0] data_out,
		output reg data_valid,  
		output reg data_last 
);
function integer clogb2(input integer depth);
	begin
		for (clogb2 = 0; depth > 1 ; clogb2 = clogb2 + 1)
		        depth = depth >> 1;
		    end
endfunction
parameter integer M = clogb2(N);
reg [N-1:0] data_reg, data_next; 
reg [1:0] state_reg, state_next; 
reg [M:0] cnt_reg, cnt_next;  
wire [N-1:0] data_out_mode_3;
localparam IDEL=0;
localparam DATA_PROCESS = 1;
localparam DATA_FINISH = 2;
always @ (*) 
     begin
          case (state_reg)
               IDEL:
                    begin
                        data_out = 0;
                        data_valid = 1'b0;
                        data_last = 1'b0;
                    end
               DATA_PROCESS:
                    begin
                    	data_last = 1'b0;
                        if(mode == 2'd2 || mode == 2'd3||mode == 2'd0) 
                           begin
                                data_out = 0;
                        		data_valid = 1'b0;
                           end
                        else if(mode == 2'd1)
                            begin
                                data_out[N-1:1] = 0;
                                data_out[1] = data_reg[cnt_reg];
                                data_valid = 1'b1;
                            end
                        else 
                            begin
                        		data_out = 0;
                        		data_valid = 1'b0;                                
                            end
                    end
               DATA_FINISH:
                    begin
                    	data_last = 1'b1;
                        if(mode == 2'd2) 
                           begin
                           	  data_out = data_reg;
                           	  data_valid = 1'b1;
                           end
                        else if(mode == 2'd3)
                           begin
                           	   data_out = data_out_mode_3;
                               data_valid = 1'b1;
                           end
                        else if(mode == 2'd0)
                           begin
                           	   data_out = data_reg;
                           	   data_valid = 1'b1;
                           end
                        else if(mode == 2'b1)
                        	begin
                                data_out[N-1:1] = 0;
                                data_out[1] = data_reg[cnt_reg];
                                data_valid = 1'b1;
                        	end
                       	else 
                       	    begin
                        		data_out = 0;
                        		data_valid = 1'b0;                          	        
                       	    end
                    end              
               default:
                    begin
                       data_out = 0;
                       data_valid = 1'b0;  
                    end
          endcase
     end
always @ (*)
     begin
        state_next = state_reg;
        cnt_next = cnt_reg;
        data_next = data_reg;
        case (state_reg)
            IDEL:
                begin
                	if(data_enable) 
                	   begin
                	      state_next = DATA_PROCESS;
                	      cnt_next = cnt_reg + 1'b1;
                	      data_next = data_in;
                	   end
                	else 
                	   begin
                	   	  data_next = data_reg;
                	      state_next = IDEL;
                	      cnt_next = cnt_reg;
                	   end
                end
            DATA_PROCESS:
                begin
                    if(mode == 2'd2 || mode == 2'd3) 
                       begin
                       	  data_next = data_reg;
                          state_next = DATA_FINISH;
                          cnt_next = 0;
                       end
                    else
                       begin
                          if(cnt_reg < N-1)  
                             begin
                                cnt_next = cnt_reg + 1'b1;
                                state_next = DATA_PROCESS;
                                if(mode == 2'd0) 
                                   begin
                                      data_next[cnt_reg] = data_in[0];
                                   end
                                else 
                                   begin
                                      data_next = data_reg;
                                   end
                             end
                          else 
                             begin
                                cnt_next = cnt_reg;
                                state_next = DATA_FINISH;
                                data_next = data_reg;
                             end
                       end
                end
            DATA_FINISH:
                begin
                    state_next = IDEL;
                    cnt_next = 0;
                    data_next = 0;
                end             
            default:
                begin
                    state_next = IDEL;
                    cnt_next = 0;
                    data_next = 0;
                end
        endcase
     end
always @ (posedge clk)
    begin
        if(rst)
            begin
                state_reg <= IDEL;
                cnt_reg <= 0;
                data_reg <= 0;
            end
        else
            begin
                state_reg <= state_next;
                cnt_reg <= cnt_next;
                data_reg <= data_next;
            end
    end
generate
    genvar cell_num;
    for (cell_num = 0; cell_num < N-1; cell_num = cell_num + 1)
        begin: label 
            assign data_out_mode_3[cell_num] = data_reg[N - cell_num -1];
        end
endgenerate
endmodule
==> results_dict.tcl <==
# flow metrics
set metrics [dict create \
    status "finished, violations left" \
    violations "setup timing" \
    synth_flops 10 \
    drive_gt1_share_pct 42.86 \
    fin_worst_skew_ns 0.001452 \
    area_growth_syn_to_layout_pct 66.60 \
    overflow 0 \
    synth_top_cell_by_count "dfxtp_1" \
    period_minus_slack_ns 1.448 \
    cts_buffer_depth 2 \
    p_switching_w 0.0002119 \
    holdWs_ns 0.4908 \
    ys_cells 72 \
    fill_cells 358 \
    area_leaders "dfxtp_1 (26%), ha_1 (8.1%), dlxtn_1 (4.9%)" \
    drv_cap 0 \
    syn_area_um2 618.1 \
    first_pass_iters 4 \
    syn_area_per_cell_um2 8.585 \
    cts_tree "built" \
    yosys_warnings 2 \
    clkSlewWorstSetupHoldPaths_ns 0.05 \
    drtIter0Drc 52 \
    synth.top_cell.area_share_pct 25.91 \
    gp_congestion 0.8316 \
    worst_r2r_path_depth 6 \
    antenna_found_initial 0 \
    pwr-share-clk_pct 24.7 \
    ys_area_um2 618.1 \
    viasPerCell 4.205 \
    cts_made_buffers 3 \
    detail-route-antenna-nets 0 \
    fin_setup_tns_ns -0.06365 \
    dpl.cell_count 144 \
    top_area_cell "dfxtp_1" \
    final_cells 151 \
    fp.coreArea_mm2 0.003416 \
    hold_class "in2reg" \
    min_path_cells 4 \
    chipArea_mm2 0.006400 \
    synth_cell_type_count 35 \
    fmax_mhz 690.4 \
    p_per_area_mw_per_mm2 694.2 \
    finalSetupViolations 2 \
    startpoint_type "flip-flop" \
    grt_setup_unrepaired "yes" \
    final_util_pct 30.15 \
    r2r-start "cnt_reg[1]" \
    cts_max_level 1 \
    port_buffers 12 \
    final_max_slew_viol_count 0 \
    synthTopCellsByCount "dfxtp_1 (8), inv_1 (5), nand3_1 (5), nor2_1 (5)" \
    warnings 30 \
    unclocked_pins 2 \
    gr-usage-all-layers_pct 5.655 \
    hpwl_mm 1.337 \
    io-pin-count 13 \
    num_vias 635 \
    post-route-drc-count 0 \
    ys.flop_type "dfxtp_1" \
    p_seq_share_pct 37.4 \
    die_y_um 80 \
    min_to "state_reg[1]" \
    power_w 0.0007148 \
    ir_drop_mv 0.2510 \
    untimed_endpoints 4 \
    p_leak_nw 0.4228 \
    grt_pass1_vias 640 \
    timing.final.ws_setup_ns -0.04844 \
    rows 21 \
    setup.worst_path.class "reg2out" \
    cp.arrival_ns 1.17 \
    required_ns 1.12 \
    endpoint_kind "primary output" \
    finalCritPeriodShare_pct 103.5 \
    worst_r2r_endpoint "data_reg[0]" \
    fp_util_pct 18.10 \
    swShare_pct 29.65 \
    relSlewSlack_pct 83.21 \
    min_from "mode[1]" \
    synthCells 72 \
    routed_wirelength_mm 1.698 \
    grt_pass1_wl_mm 2.953 \
    insertedDiodeCount 0 \
    tightest_slew_ns 0.2518 \
    worst-r2r-setup-slack_ns -0.02 \
    grt_max_degree 9 \
    cts_hold_buf 0 \
    cp_max_fo 4 \
    die-width_um 80 \
    wire_per_inst_um 11.25 \
    p_int_w 0.0005029 \
    hold_viol_final 0 \
    power.share.combinational_pct 37.9 \
    clock_latency_ns 0.25 \
    async_flop_share_pct 0 \
    cts_root_buf "clkbuf_4" \
    synth-edff-count 0 \
]
-- worst max path at each step --
stage / depth (start not counted) / from / to / slack (ns)
6_report: 4 / cnt_reg[1] / data_out[1] / -0.05
5_1_grt: 6 / cnt_reg[1] / data_reg[0] / -0.10
4_1_cts: 4 / cnt_reg[1] / data_out[1] / -0.06
-- metal layers --
metal  share of wire (%)  GRT usage [%]
met1                  46          7.283
met2                  46          9.069
met3                 7.0          2.273
met4                0.35         0.3521
met5                   0              0
-- power by group through the flow --
stage                 clock (W)  combinational [W]  sequential, W
final                  0.000177           0.000271       0.000267
after global routing   0.000192           0.000303       0.000270
after CTS              0.000185           0.000264       0.000266
-- cell families (layout without fill, tap and decap cells) --
logic type      after synthesis  in the layout  synth area share [%]
buf+inv                       8             41                 6.882
fa+ha+maj                     4              4                 8.097
mux                           1              1                 1.822
simple gates                 31             31                 30.57
latches                       2              2                 4.858
flops                         8              8                 25.91
compound gates               18             18                 21.86
-- through the flow --
stage | cell area (um2) | setup slack, ns
6_report | 1030 | -0.04844
4_1_cts | 1010 | -0.06352
3_5_place_dp | 915.9 | -0.6381
3_3_place_gp | 915.9 | -0.6233
2_1_floorplan | 634.4 | 0.01469
5_1_grt | 1030 | -0.1038
-- cell usage in the layout, fill, tap and decap left out, drive strengths merged, types with 2 or more instances in the layout --
cell type,Yosys,routed
ha,4,4
nand2b,4,4
dlxtn,2,2
clkbuf,0,3
a32o,2,2
nand2,2,2
clkdlybuf4s50,0,7
and2b,2,2
dfxtp,8,8
a21oi,3,3
nor3,5,5
inv,5,5
nor2b,2,2
o21ai,4,4
nor2,5,5
buf,3,24
nand3,5,5
-- cell type report --
type | instances | area, um2 | area share [%]
well taps | 46 | 57.56 | 5.589
clock buffers | 3 | 22.52 | 2.187
repair buffers | 33 | 276.5 | 26.85
multi-input cells | 54 | 454.2 | 44.11
inverters | 5 | 21.27 | 2.066
flip-flops and latches | 10 | 197.7 | 19.20
-- worst max-delay path: stages, from the launching register on --
cell and delay [ns]:
dfxtp_4 0.37, mux2_4 0.31, nand3_2 0.08, a21boi_2 0.05, buf_2 0.11
-- timing repair --
item,in CTS,in global routing
setup endpoints to repair,6,6
resized,30,4
pin swaps,5,6
setup buffers,3,1
Power figures rest on the tool's default switching activity, not on a simulated workload.
