### ./design.v
`timescale 1 ns / 1 ps
module pwm_led(
	input clk,
	input rst,
	output reg [0:0] pwm_out 	
);
reg [3:0] cnt_1;
reg clk_1mhz;
always @ (posedge clk or posedge rst)
    begin
        if(rst)
        	begin
        		cnt_1 <= 0;
        		clk_1mhz <= 0;
        	end
        else
        	begin
        		if (cnt_1 == 5'd11) 
        		    begin
        		        cnt_1 <= 0;
        		        clk_1mhz <= ~clk_1mhz;
        		    end
        		else 
        		    begin
        		        cnt_1 <=  cnt_1 + 1'b1;
        		    end
        	end
    end
reg [8:0] cnt_2;
reg clk_1khz;
always @ (posedge clk_1mhz or posedge rst)
    begin
        if(rst)
        	begin
        		cnt_2 <= 0;
        		clk_1khz <= 1'b0;	
        	end
        else
        	begin
        		if (cnt_2 == 9'd499) 
        		    begin
        		        cnt_2 <= 0;
        		        clk_1khz <= ~clk_1khz;
        		    end
        		else 
        		    begin
        		        cnt_2 <= cnt_2 +1'b1;
        		    end
        	end
    end
reg [9:0] cnt_duty_circle;
reg flag; 
always @ (posedge clk_1khz or posedge rst)
    begin
        if(rst)
        	begin
        		cnt_duty_circle <= 0;
        		flag <= 1'b0;
        	end
        else
        	begin
        		if (cnt_duty_circle == 10'd1000 && flag == 1'b0) 
        		    begin
        		        flag <= 1'b1; 
        		        cnt_duty_circle <= cnt_duty_circle - 1'b1;     		    	        
        		    end
        		else if(cnt_duty_circle == 1'b1 && flag == 1'b1)
        			begin
        				flag <= 1'b0;
        				cnt_duty_circle <= cnt_duty_circle + 1'b1;
        			end
        		else 
        		    begin
        		    	if (flag == 1'b0) 
        		    	    begin
        		        		cnt_duty_circle <= cnt_duty_circle + 1'b1;        		    	        
        		    	    end
        		    	else 
        		    	    begin
        		    	        cnt_duty_circle <= cnt_duty_circle -1'b1;
        		    	    end
        		    end
        	end
    end
reg [9:0] cnt__output_decide;
always @ (posedge clk_1mhz or posedge rst)
    begin
        if(rst)
        	begin
        		cnt__output_decide <= 1'b0;
        	end
        else
        	begin
        		if (cnt__output_decide == 10'd1000) 
        		    begin
        		        cnt__output_decide <= 0;
        		    end
        		else 
        		    begin
        		        cnt__output_decide <=  cnt__output_decide + 1'b1;
        		    end
        	end
    end
always @ (posedge clk)
    begin
        if(rst)
        	begin
        		pwm_out = 1'b0;
        	end
        else
        	begin
        		if (cnt__output_decide < cnt_duty_circle) 
        		    begin
        		        pwm_out <= 1'b1;
        		    end
        		else 
        		    begin
        		        pwm_out <= 1'b0;
        		    end
        	end
    end
endmodule
### ./run.sh
#!/bin/bash
# OpenROAD 26Q1-2900-gdf79404cd8, Yosys 0.63+post, stock flow scripts
make -C /OpenROAD-flow-scripts/flow DESIGN_CONFIG=/design/flow/config.mk WORK_HOME=/design/flow/orfs finish
### ./config.mk
export PLATFORM = sky130hd
export DESIGN_NAME = pwm_led
export DESIGN_NICKNAME = pwm_led
export VERILOG_FILES = /design/flow/design.v
export SDC_FILE = /design/flow/constraint.sdc
export NUM_CORES = 4
export LEC_CHECK = 1
export CORE_UTILIZATION = 30
### ./constraint.sdc
current_design pwm_led

set clk_period 1.3
set clk_io_pct 0.2

create_clock -name clk0 -period $clk_period [get_ports {clk}]

set non_clock_inputs [all_inputs -no_clocks]
set_input_delay [expr $clk_period * $clk_io_pct] -clock clk0 $non_clock_inputs
set_output_delay [expr $clk_period * $clk_io_pct] -clock clk0 [all_outputs]
==> Slide: Implementation Results <==
Key Metrics from the Run

Outcome
  • Run status: finished with violations
  • Failing checks: DRC

Critical path
  • FF-to-FF End: cnt_1[2]
  • Critical path fanouts, max: 1
  • CP top delay family: buffers and inverters
  • CP endpoint: pwm_out[0]
  • Slack of the worst reg-to-reg path: 280 ps
  • Crit path max-delay cell type: clkdlybuf4s50_1
  • Data arrival, critical path: 960 ps
  • R2R cell count: 2
  • Crit. End Element: primary output
  • Crit path buf inv count: 1
  • Worst setup SP type: register
  • Crit. path cell count: 1
  • Worst path cell trace: clkdlybuf4s50_1
  • Critical Path Max Stage Delay: 450 ps
  • CP Launch Point: pwm_out
  • Worst EP required: 1040 ps
  • Crit path kind: register to primary output
  • Reg-to-reg startpoint: cnt_1[0]

Detailed routing
  • Drt pass-1 iters: 45
  • Residual DRC: 2
  • Ant. Diodes: 0
  • Routed wire length: 3150 um
  • Detail Route Antenna Nets: 0
  • Number of vias per cell: 4.87
  • Vias: 1378
  • Detailed-route wire length per cell: 11.1 um
  • 1st-iter DRT viols: 45

Clock tree
  • Worst-skew pair later-pin latency: 220 ps
  • Clk slew on worst S/H paths: 40 ps
  • Post-CTS Setup Bufs: 0
  • Htree depth: 1
  • TritonCTS Buffers: 3
  • Root Driver: clkbuf_8
  • Hold-fix buffers, CTS: 0
  • CTS tree: built
  • Clock Path Buffers: 2
  • Post-cts resize count: 0

Pwr
  • Leakage power total: 0.945 nW
  • Combinational share of power: 0.053
  • Clk pwr share: 0.578
  • Switch Pwr: 0.000103 W
  • Seq pwr share: 0.369
  • Peak VDD IR: 220 uV
  • PD cells: 232 mW/mm^2
  • Pwr Total: 0.000505 W
  • Net Sw Frac: 0.204
  • Internal: 0.000402 W

Global routing
  • First-pass GRT wire length: 6040 um
  • Grt ovf: 0
  • Largest net degree at the start of global routing: 32
  • Total GRT Usage: 0.103
  • Number of antenna violations at the first check in global routing: 0
  • Vias in the first global route: 1338

Final timing
  • Final slew viol count: 0
  • Setup violators final: 0
  • Register pins left without a clock: 31
  • Worst-Margin Slew: 762 ps
  • Final Cycle Share: 0.937
  • Final Skew: 3.95 ps
  • Max_slew headroom: 0.488
  • Highest Clock Rate: 821 MHz
  • RSZ-0062 raised after global routing: false
  • Setup TNS: 0 ps
  • Final min period: 1220 ps
  • Endpoints left unconstrained: 31
  • Hold Vio Cnt, Final: 0

Yosys
  • Main flop type: dfrtp_1
  • Ys async rst share: 0.973
  • Post-Synthesis Cell Area: 0.00201 mm^2
  • Register share after synthesis: 0.457
  • Post-synthesis area per instance: 10.1 um^2
  • EDFF count, synth: 0
  • Chip area in the Yosys report: 0.00201 mm^2
  • Cell Type Count: 43
  • Flops out of synthesis: 37
  • Yosys warning count: 1
  • Ys cells: 200
  • Post-synthesis cell count: 200

Placed design
  • Post-DP HPWL: 2450 um
  • Placed instance count: 279
  • Routability congestion estimate: 0.835
  • Port Buffers: 2

Min path
  • Worst hold-check path type: input pin to async pin

Floorplanning
  • Die X: 83.9 um
  • Core ar.: 0.00642 mm^2
  • I/O pins: 3
  • Fp util: 0.313
  • Die Y: 83.9 um
  • Core Rows: 29
  • Chip Area: 0.00704 mm^2

Finish
  • Top Layout Cells: 36 x dfrtp_1, 18 x nor2_1, 16 x inv_1, 16 x ha_1, 15 x nand2_1
  • Synth-to-layout area growth: 8.14%
  • Layout cells sized above 1: 0.0680
  • Most frequent logic cell in the layout: dfrtp_1
  • # fillers: 640
  • Final core utilization: 0.339
  • Final Non-Filler Cells: 283

Job
  • Tool Warnings: 28
  • Max cap viols: 0
[logic make-up (layout without fill, tap and decap cells)]
logic type               count (synthesis)  after routing  share of synthesized area
adder cells (fa/ha/maj)                 16             16                     0.0994
AND/OR/NAND/NOR                         77             77                      0.203
AND-OR/OR-AND                           28             28                     0.0982
multiplexers                             3              3                     0.0155
buffers and inverters                   19             25                     0.0398
flip-flops                              37             37                      0.457
XOR/XNOR                                20             20                     0.0870
[registers in the layout, summed over array words and instances, names as in the netlist]
signal              flops
clk_1khz                1
clk_1mhz                1
cnt_1                   4
cnt_2                   9
cnt__output_decide     10
cnt_duty_circle        10
flag                    1
pwm_out                 1
[worst min-delay path by stage]
stage,end,slack (ps)
global route,cnt_1[1],310
CTS,cnt_1[1],290
finish,cnt_1[1],280
[through the flow]
step                      setup slack [ps]  area (um^2)  hold slack [ps]
after floorplan                        236         2010              333
after global placement                 309         2130              443
after detailed placement               291         2130              455
after CTS                             74.3         2180              290
after global routing                  58.5         2180              308
final                                 81.5         2180              284
[cell usage after synthesis, types with 2 or more instances]
| cell type | instances | area (um^2) |
|---|---|---|
| dfrtp_1 | 36 | 901 |
| nor2_1 | 18 | 67.6 |
| ha_1 | 16 | 200 |
| inv_1 | 16 | 60.1 |
| nand2_1 | 15 | 56.3 |
| xnor2_1 | 13 | 114 |
| o21ai_0 | 10 | 50.1 |
| nand3_1 | 8 | 40.0 |
| xor2_1 | 7 | 61.3 |
| nor3_1 | 6 | 30.0 |
| a21oi_1 | 5 | 25.0 |
| nand2b_1 | 4 | 25.0 |
| nand4_1 | 4 | 25.0 |
| and3_1 | 3 | 18.8 |
| nor2b_1 | 3 | 18.8 |
| nor4_1 | 3 | 18.8 |
| or3_1 | 3 | 18.8 |
| a211oi_1 | 2 | 15.0 |
| a41oi_1 | 2 | 17.5 |
| and4_1 | 2 | 17.5 |
| mux2i_1 | 2 | 20.0 |
[routing by layer]
metal,up-vias,track usage,wire length (um)
met1,657,0.158,1660
met2,12,0.172,1450
met4,0,0.00940,0
li1,709,-,-
met3,0,0.00201,42
met5,-,0,0
[worst reg2reg max path, cell delays in order (launching register included)]
cell	delay, ps
dfrtp_1	360
ha_1	210
mux2_2	340
[power groups by stage]
stage / registers, W / logic (W) / clock network (W)
CTS: 0.000186 / 0.0000295 / 0.000300
finish: 0.000186 / 0.0000269 / 0.000292
global route: 0.000186 / 0.0000326 / 0.000312
[final cells by class]
cell class / instances / area (um^2) / area share
inverter: 16 / 60.1 / 0.0276
sequential: 37 / 921 / 0.423
multi-input combinational: 144 / 1010 / 0.465
clock buffer: 4 / 45.0 / 0.0207
timing repair buffer: 5 / 42.5 / 0.0195
tap: 77 / 96.3 / 0.0443
No activity file was given, so power comes from the tool's default toggle rates.
