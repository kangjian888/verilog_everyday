### design/flow/design.v
`timescale 1 ns / 1 ps
module BCD_encoder(
	input [3:0] in,
	output reg [9:0] out
);
always @ (*)
    begin
        case (in) 
            4'd0:
                begin
                    out = 10'b00_0000_0001;
                end
             4'd1:
                begin
                    out = 10'b00_0000_0010;
                end
             4'd2:
                begin
                    out = 10'b00_0000_0100;
                end  
            4'd3:
                begin
                    out = 10'b00_0000_1000;
                end
             4'd4:
                begin
                    out = 10'b00_0001_0000;
                end
             4'd5:
                begin
                    out = 10'b00_0010_0000;
                end 
             4'd6:
                begin
                    out = 10'b00_0100_0000;
                end
             4'd7:
                begin
                    out = 10'b00_1000_0000;
                end
             4'd8:
                begin
                    out = 10'b01_0000_0000;
                end
             4'd9:
                begin
                    out = 10'b10_0000_0000;
                end                                                                          
            default:
                begin
                    out = 10'b00_0000_0000;                    
                end
        endcase
    end
endmodule
### design/flow/run.sh
#!/bin/bash
# OpenROAD 26Q1-2900-gdf79404cd8, Yosys 0.63+post, stock flow scripts
make -C /OpenROAD-flow-scripts/flow DESIGN_CONFIG=/design/flow/config.mk WORK_HOME=/design/flow/orfs finish
### design/flow/config.mk
export PLATFORM = sky130hd
export DESIGN_NAME = BCD_encoder
export DESIGN_NICKNAME = BCD_encoder
export VERILOG_FILES = /design/flow/design.v
export SDC_FILE = /design/flow/constraint.sdc
export NUM_CORES = 4
export LEC_CHECK = 1
export CORE_AREA = 10 10 70 70
export DIE_AREA = 0 0 80 80
### design/flow/constraint.sdc
current_design BCD_encoder

set clk_period 1.0
set clk_io_pct 0.2

create_clock -name clk0 -period $clk_period

set non_clock_inputs [all_inputs -no_clocks]
set_input_delay [expr $clk_period * $clk_io_pct] -clock clk0 $non_clock_inputs
set_output_delay [expr $clk_period * $clk_io_pct] -clock clk0 [all_outputs]
==> qor.csv <==
metric,value,unit
CP Data Arrival Time,0.92,ns
gr usage total,0.0236,
Core ar.,3420,µm²
Util after Layout,0.149,
RSZ-0062 raised after global routing,yes,
number of max-slew violations in the final report,0,
Synthesis Warnings,1,
Die W,80,µm
Vias,213,
violated checks,setup timing,
Worst Setup End Kind,output pin,
Worst VDD drop,0.116,mV
wire per inst,8.84,µm
met2 wire length,179,µm
Static Leakage,0.237,nW
Power Total,0.166,mW
Final Critical Period,1.12,ns
initial antenna violation count,0,
Detailed Route WL,734,µm
DR vias/cell,2.57,
cell count listed in synth_stat.txt,14,
Hold Fails Final Rpt,0,
setup slack after layout,-0.120,ns
DP Area,408,µm²
pwr/cell area,326,nW/µm²
cell count after synthesis,14,
yosys synthesis chip area,199,µm²
worst endpoint required time,0.80,ns
Unique masters post-synth,7,
hold crit path type,in2out,
wl on met1,433,µm
# port buffers,14,
worst slew pin tran,0.191,ns
drt initial violations,1,
CP Max Fanout,3,
most common library cells after synthesis,"nor4b_2 (4), buf_6 (3), and4bb_1 (2), nor4bb_4 (2)",
Top area cell types,"nor4b_2 (30%), nor4bb_4 (25%), buf_6 (17%)",
sequential fraction of the synthesis area,0,
flip-flops,0,
fillers,396,
antenna cells,0,
layout cell share with drive strength beyond 1,0.919,
clock buffers,0,
register area,0,µm²
cell taking the most area after synthesis,nor4b_2,
status,"complete, but fails checks",
max cap viols,0,
Top cell area share,0.302,
largest net degree at the start of global routing,7,
Setup-failing EPs final,8,
period utilization,1.12,
Synth top cell by count,nor4b_2,
DRC Markers,0,
io pins,14,
hold_buf cts,0,
global route overflow,0,
Starting Density,0.0582,
router iterations before antenna repair,2,
Tool Warnings,34,
routability cong.,0.612,
Max Fclk,893,MHz
crit path kind,in2out,
Area Growth Syn to Fin,155,%
met3 WL post-DR,120,µm
Post-DP HPWL,555,µm
Die H,80,µm
Post-DRT Antenna Nets,0,
Mapped Avg Cell Area,14.2,µm²
Worst Setup Start Kind,primary input,
Die Size,6400,µm²
design area,508,µm²
vias in the first global route,231,
first-pass GRT wire length,1240,µm
Site Rows,21,
worst relative slew slack,0.872,
cell area after synthesis,199,µm²
Top Metal Used,met3,
## layout make-up
type,count,area (µm²),share of cell area
multi-input combinational,10,201,0.397
timing repair buffer,27,249,0.490
tap,46,57.6,0.113
## cell usage in the layout, fill, tap and decap left out, drive strengths merged
cell | Yosys | routed
buf | 4 | 27
and4b | 1 | 1
and4bb | 2 | 2
nor4 | 1 | 1
nor4bb | 2 | 2
nor4b | 4 | 4
## path summary, 6_finish.rpt
kind,endpoint,startpoint,cells past startpoint
min,out[8],in[3],3
max,out[5],in[1],5
## routing by layer
metal,up-vias,track usage
li1,107,-
met1,92,0.0409
met2,14,0.0217
met3,0,0.0148
met5,-,0
met4,0,0
## power by group
part | internal, mW | switching [mW] | total (mW) | leakage (nW)
clock | 0 | 0 | 0 | 0
sequential | 0 | 0 | 0 | 0
combinational | 0.105 | 0.0609 | 0.166 | 0.237
total | 0.105 | 0.0609 | 0.166 | 0.237
## through the flow
stage | worst slack, ns | instances | hold WS [ns] | TNS [ns]
after global routing | -0.172 | 83 | 0.744 | -0.757
after CTS | -0.117 | 82 | 0.725 | -0.461
after global placement | -0.872 | 77 | 1.47 | -8.04
final | -0.120 | 83 | 0.724 | -0.359
after detailed placement | -0.895 | 77 | 1.44 | -8.09
after floorplan | 0.227 | 14 | 0.534 | 0
## cells by family after synthesis
kind of cell / count (synthesis) / synth area share
buf+inv: 4 / 0.208
simple gates: 10 / 0.792
## critical path, stage by stage
cell and delay, ns:
buf_6 0.10, buf_6 0.12, buf_6 0.11, nor4bb_4 0.26
buf_2 0.13
## timing repair
action,4_1_cts,5_1_grt
setup buffers,5,1
pin swaps,9,7
gates resized,67,5
endpoints found under the setup margin,10,8
Power figures rest on the tool's default switching activity, not on a simulated workload.
